### design/flow/run.sh
#!/bin/bash
# OpenROAD 26Q1-2900-gdf79404cd8, Yosys 0.63+post, stock flow scripts
make -C /OpenROAD-flow-scripts/flow DESIGN_CONFIG=/design/flow/config.mk WORK_HOME=/design/flow/orfs finish
### design/flow/constraint.sdc
current_design mips

set clk_period 30.1
set clk_io_pct 0.2

create_clock -name clk0 -period $clk_period [get_ports {clk}]

set non_clock_inputs [all_inputs -no_clocks]
set_input_delay [expr $clk_period * $clk_io_pct] -clock clk0 $non_clock_inputs
set_output_delay [expr $clk_period * $clk_io_pct] -clock clk0 [all_outputs]
### design/flow/design.v
module alu(
	input [31:0] src_a,src_b,
	input [2:0] alu_control,
	output reg [31:0] alu_result,
	output reg zero_flag
);
	always @(*)begin
		alu_result = {32{1'b0}};
		zero_flag = 1'b1;
		case(alu_control)
			3'b000 : alu_result = src_a & src_b;
			3'b001 : alu_result = src_a | src_b;
			3'b010 : alu_result = src_a + src_b;
			3'b100 : alu_result = src_a - src_b;
			3'b101 : alu_result = src_a * src_b;
			3'b110 : alu_result = src_a < src_b;
		endcase
		if(alu_result)
			zero_flag = 1'b0;
	end
endmodule
module alu_decoder(
	input [1:0] alu_op,
	input [5:0] funct,
	output reg [2:0] alu_control
);
	always @(*)begin
		if(alu_op == 2'b10)begin
			case(funct)
				6'b10_0000 : alu_control = 3'b010;
				6'b10_0010 : alu_control = 3'b100;
				6'b10_1010 : alu_control = 3'b110;
				6'b01_1100 : alu_control = 3'b101;
			endcase
		end
		else if(alu_op == 2'b01)
			alu_control = 3'b100;
		else
			alu_control = 3'b010;
	end 
endmodule
module control_unit(
	input [5:0] op_code,
	input [5:0] funct,
	input zero_flag,
	output [2:0] alu_control,
	output jump,mem_w,reg_w,reg_dest,alu_src,mem_to_reg,pc_src
);
	wire [1:0] alu_op;
	wire branch;
	assign pc_src = branch & zero_flag;
	main_decoder  main_decoder(
		.alu_op(alu_op),
		.jump(jump),
		.mem_w(mem_w),
		.reg_w(reg_w),
		.reg_dest(reg_dest),
		.alu_src(alu_src),
		.mem_to_reg(mem_to_reg),
		.branch(branch),
		.op_code(op_code)
	);
	alu_decoder alu_decoder(
		.alu_control(alu_control),
		.funct(funct),
		.alu_op(alu_op)
	);
endmodule
module data_path(
	input clk,arst_n,reg_write,reg_dest,alu_src,mem_to_reg,pc_src,jump,
	input [2:0] alu_control,
	input [25:0] instr,
	input [31:0] mem_read_data,
	output [31:0] current_inst,alu_out,mem_write_data,
	output zero_flag
);	
	reg [1:0] pc_counter;
	wire [31:0] next_inst;
	reg [1:0] reg_counter;
	wire [31:0] rd1,rd2;
	wire [4:0] a3;
	wire [31:0] wd;
	assign mem_write_data = rd2;
	wire [31:0] src_b;
	wire [31:0] sign_imm;
	wire [31:0] branch_out,pc_plus4,pc_branch;
	wire [31:0] pc_jump;
	wire [31:0] sign_imm_shifted;
	wire [27:0] jump_shifted; 
	assign pc_jump = {pc_plus4[31:28],jump_shifted};
	always @(posedge clk,negedge arst_n)begin
		if(!arst_n)begin
			pc_counter <= 2'b10;  
			reg_counter <= 2'b00;  
		end
		else begin
			pc_counter <= pc_counter + 1'b1;
			reg_counter <= reg_counter + 1'b1;
		end
	end
	pc program_counter(.current_inst(current_inst),.clk(pc_counter[1]),.arst_n(arst_n),.next_inst(next_inst));
	reg_file reg_file(
		.rd1(rd1),.rd2(rd2),.clk(reg_counter[1]),.we(reg_write),.a1(instr[25:21]),.a2(instr[20:16]),.a3(a3),.wd(wd)
	);
	alu alu(.alu_result(alu_out),.zero_flag(zero_flag),.src_a(rd1),.src_b(src_b),.alu_control(alu_control));
	mux mux_alu_src(.out(src_b),.in1(rd2),.in2(sign_imm),.sel(alu_src));
	mux #(5) mux_reg_dest(.out(a3),.in1(instr[20:16]),.in2(instr[15:11]),.sel(reg_dest));
	mux mux_branch(.out(branch_out),.in1(pc_plus4),.in2(pc_branch),.sel(pc_src));
	mux mux_jumb(.out(next_inst),.in1(branch_out),.in2(pc_jump),.sel(jump));
	mux mux_result(.out(wd),.in1(alu_out),.in2(mem_read_data),.sel(mem_to_reg));
	sign_extend sign_extend(.out(sign_imm),.in(instr[15:0]));
	shift_left_twice sll_branch(.out(sign_imm_shifted),.in(sign_imm));
	shift_left_twice #(26,28) sll_jump(.out(jump_shifted),.in(instr[25:0]));
	alu adder_branch(.alu_result(pc_branch),.zero_flag(null),.src_a(sign_imm_shifted),.src_b(pc_plus4),.alu_control(3'b010));
	alu adder_counter(.alu_result(pc_plus4),.zero_flag(null),.src_a(current_inst),.src_b(32'd4),.alu_control(3'b010));
endmodule
module main_decoder(
	input [5:0] op_code,
	output reg jump,mem_w,reg_w,reg_dest,alu_src,mem_to_reg,branch,
	output reg [1:0] alu_op
);
	always @(*)begin
		{jump,alu_op,mem_w,reg_w,reg_dest,alu_src,mem_to_reg,branch} = {9{1'b0}};
		case(op_code)
			6'b10_0011 : {jump,alu_op,mem_w,reg_w,reg_dest,alu_src,mem_to_reg,branch} = 9'b0_00_0_1_0_1_1_0;
			6'b10_1011 : {jump,alu_op,mem_w,reg_w,reg_dest,alu_src,mem_to_reg,branch} = 9'b0_00_1_0_0_1_1_0;
			6'b00_0000 : {jump,alu_op,mem_w,reg_w,reg_dest,alu_src,mem_to_reg,branch} = 9'b0_10_0_1_1_0_0_0;
			6'b00_1000 : {jump,alu_op,mem_w,reg_w,reg_dest,alu_src,mem_to_reg,branch} = 9'b0_00_0_1_0_1_0_0;
			6'b00_0100 : {jump,alu_op,mem_w,reg_w,reg_dest,alu_src,mem_to_reg,branch} = 9'b0_01_0_0_0_0_0_1;
			6'b00_0010 : {jump,alu_op,mem_w,reg_w,reg_dest,alu_src,mem_to_reg,branch} = 9'b1_00_0_0_0_0_0_0;
		endcase
	end
endmodule 
module mips(
	input clk,arst_n,
	input[31:0] instr,mem_read_data,
	output [31:0] current_inst,alu_out,mem_write_data,
	output mem_write,mem_clk
);
	wire zero_flag,reg_write,reg_dest,alu_src,mem_to_reg,pc_src,jump;
	wire [2:0] alu_control;
	reg [1:0] mem_counter;
	assign mem_clk = mem_counter[1];
	always @(posedge clk,negedge arst_n)begin
		if(!arst_n)
			mem_counter <= 2'b01;
		else
			mem_counter <= mem_counter + 1'b1;
	end
	control_unit control_unit(
		.mem_w(mem_write),
		.reg_w(reg_write),
		.reg_dest(reg_dest),
		.alu_src(alu_src),
		.mem_to_reg(mem_to_reg),
		.pc_src(pc_src),
		.jump(jump),
		.alu_control(alu_control),
		.op_code(instr[31:26]),
		.funct(instr[5:0]),
		.zero_flag(zero_flag)
	);
	data_path data_path(
		.current_inst(current_inst),
		.alu_out(alu_out),
		.mem_write_data(mem_write_data),
		.zero_flag(zero_flag),
		.clk(clk),
		.arst_n(arst_n),
		.instr(instr[25:0]),
		.mem_read_data(mem_read_data),
		.reg_write(reg_write),
		.reg_dest(reg_dest),
		.alu_src(alu_src),
		.mem_to_reg(mem_to_reg),
		.pc_src(pc_src),
		.jump(jump),
		.alu_control(alu_control)
	);
endmodule 
module mux #(parameter N = 32)(
	input [N-1:0] in1,in2,
	input sel,
	output [N-1:0] out
);
	assign out = !sel ? in1 : in2;
endmodule	
module pc(
	input clk,arst_n,
	input [31:0] next_inst,
	output reg [31:0] current_inst
);
	always @(posedge clk,negedge arst_n)begin
		if(!arst_n)
			current_inst <= {32{1'b0}};
		else
			current_inst <= next_inst;
	end
endmodule
module reg_file(
	input clk,we,
	input [4:0] a1,a2,a3,
	input [31:0] wd,
	output [31:0] rd1,rd2
);
	reg [31:0] sram [0:31];
	assign rd1 = sram[a1];
	assign rd2 = sram[a2];
	initial sram[0] = 32'd0;  
	always @(posedge clk)begin
		if(we && a3 != 5'd0)
			sram[a3] <= wd;
	end
endmodule
module shift_left_twice #(parameter N = 32,M = 32)(
	input [N-1:0] in,
	output [M-1:0] out
);
	assign out = {{(M-N){1'b0}},in} << 2;
endmodule
module sign_extend(
	input [15:0] in,
	output [31:0] out
);
	assign out = {{16{in[15]}},in[15:0]};
endmodule
### design/flow/config.mk
export PLATFORM = sky130hd
export DESIGN_NAME = mips
export DESIGN_NICKNAME = mips
export VERILOG_FILES = /design/flow/design.v
export SDC_FILE = /design/flow/constraint.sdc
export NUM_CORES = 4
export LEC_CHECK = 1
export CORE_UTILIZATION = 30
==> job_summary.md <==
## PnR job results

| Metric | Value |
|---|---|
| Mapped cell area | approximately 72,000 um^2 |
| Setup repair after global routing missed its margin | no |
| Critical-path maximum fanout | 51 |
| Boundary pin count | 164 |
| Startpoint of the worst hold path | data_path.pc_counter[0]$_DFF_PN0_ |
| Initial antenna violation count | 24 |
| Overall fraction of global-route tracks in use | a little under a quarter |
| Proportion of layout cells with a drive suffix above 1 | around 16% |
| Worst setup path category | primary input to primary output |
| FP Util | 30.2% |
| Violated checks | design-rule violations |
| Global-route met1 utilization | 25.1% |
| Wire length reported by the detailed router | about 260,000 um |
| Kind of capture point of the worst setup path | primary output |
| CTS Buffer Depth | 2 |
| CP top delay family | adder cells |
| Post-synthesis async set-or-reset flop share | approximately 3.4% |
| Worst setup skew after layout | 0.00606 ns |
| Detailed Routing Iterations Pass 1 | 49 |
| H-tree level count | 1 |
| Classification of the worst-slack hold path | flop to flop |
| Total DRC errors in the routed layout | 21 |
| Hold-fix buffers, CTS | 0 |
| Routed via count divided by cell count | roughly 5.4 |
| Clock-pin slew on the worst setup and hold paths | around 0.040 ns |
| Port Buf Inserts | between 150 and 200 |
| Die Span Y | approximately 500 um |
| Final weighted congestion in routability-driven placement | approximately 1 |
| Run status | finished, violations left |
| Sequential cell area | between 30,000 and 40,000 um^2 |
| Aggregate negative setup slack | 0 ns |
| Worst stage delay on the critical path | 0.63 ns |
| Syn Area/Cell | 13.4 um^2 |
| Fillcell total | roughly 23,000 |
| Worst max-slew margin expressed relative to the limit | under 10% |
| Number of buffers and inverters on the critical path | 10 |
| Number of buffers inserted by post-CTS setup repair | 0 |
| Met2 Track Usage GR | ~35% |
| Worst setup SP type | primary input |
| Syn Inst Count | around 5,400 |
| Tool warnings | approximately 110 |
| Setup crit start | instr[22] |
| Slew at the pin with the worst max-slew slack | 1.44 ns |
| Tightest hold margin | roughly 0.43 ns |
| Total congestion overflow after global routing | 0 |
| Vias post-DR | between 40,000 and 50,000 |
| TritonCTS clock tree | built |
| Chip Area, Yosys | a little over 70,000 um^2 |
| Post-DP HPWL | slightly below 200,000 um |
| EDFF count, synth | a little over 1,000 |
| Count of cell types in the netlist | approximately 90 |
| Global-route wire length before repair | 375,000 um |
| Final cell count without fillers | 8,705 |
| Most used logic cell in the final layout | edfxtp_1 |
| Required arrival time at the worst endpoint | between 20 and 25 ns |
| Setup violators final | 0 |
| Final hold viol count | 0 |
| Late-Pin Clk Latency | 0.24 ns |
| Number of register pins that no clock reaches | ~1,100 |
| Root Driver | clkbuf_16 |
| Count of cells resized by post-cts repair | 0 |
| Vias in the first global route | 50,900 |
| Slowest stage cell on the critical path | buf_4 |
| Max-capacitance violation count | 0 |
| Number of rows created at floorplan | approximately 180 |
| Area Growth Syn to Fin | 9.22% |
| Core Area | between 200,000 and 250,000 um^2 |
| Number of placed instances with taps included | 8,681 |
| Warning count from the yosys run | 8 |
| Cts bufs inserted | 3 |
| Maximum clock frequency | roughly 41 MHz |
| Die ar. | approximately 240,000 um^2 |
| Number of DRC markers in iteration 0 | ~3,300 |
| Clock period minus worst slack | about 24 ns |
| Most frequently used flop master after synthesis | edfxtp_1 |
| Yosys Instances | around 5,400 |
| Leading cell types in the layout, fill and taps excluded | edfxtp_1, inv_1, mux4_2 |
| Comb gate area | about 37,000 um^2 |
| Pin count of the biggest net entering global routing | approximately 110 |
| Count of endpoints without a timing constraint | 2,079 |
| R2R Path Start | data_path.pc_counter[1]$_DFF_PN1_ |
| Met3 track utilization from global routing | about 15% |
| Data arrival time of the worst path | between 15 and 20 ns |
| Layer with the highest usage | met2 |
| Die extent in x | ~490 um |
| #FFs+latches synth | roughly 1,100 |
| Final Slew Violations | 0 |
| Final worst-path cycle share | between 80% and 90% |
| Residual antenna-violating net count after detailed routing | 0 |
| CP most frequent cell | fa_1 |
| Mean routed wirelength per cell | around 30 um |
registers in the layout, summed over array words and instances, names as in the netlist:
name	count
control_unit.alu_decoder.alu_control	3
data_path.pc_counter	2
mem_counter	2
data_path.reg_file.sram	1024
data_path.reg_counter	2
data_path.program_counter.current_inst	30
through the flow:
stage | area (um^2) | utilization [%] | worst slack, ns
6_report | 78500 | 33.0 | 5.73
5_1_grt | 78500 | 33.0 | 5.09
4_1_cts | 78500 | 33.0 | 5.84
3_5_place_dp | 78400 | 32.9 | 5.91
3_3_place_gp | 78400 | 32.9 | 5.94
2_1_floorplan | 72000 | - | 8.79
synthesized netlist by cell type (all sizes together) (98+ instances only):
master | number | area (um^2)
clkbuf | 137 | 514
buf | 151 | 893
xnor2 | 98 | 866
edfxtp | 1024 | 30700
mux4 | 482 | 10900
a21oi | 174 | 875
ha | 249 | 3120
inv | 575 | 2160
mux2i | 282 | 2820
nand2 | 396 | 1490
nor2 | 456 | 1710
fa | 411 | 8230
cell families (layout without fill, tap and decap cells):
| group | Yosys count | count (layout) | share of synthesized area (%) |
|---|---|---|---|
| other | 1 | 54 | 0.00522 |
| and+or+nand+nor | 1142 | 1142 | 6.89 |
| muxes | 842 | 842 | 20.2 |
| DFF | 1060 | 1060 | 44.0 |
| AOI/OAI and AO/OA | 638 | 638 | 6.01 |
| buffers and inverters | 883 | 991 | 5.06 |
| xor gates and xnor gates | 148 | 148 | 1.93 |
| adders and majority gates | 660 | 660 | 15.8 |
| latches | 3 | 3 | 0.0626 |
layer usage:
layer | routed length [um] | vias to the layer above
met3 | 41200 | 589
met5 | 306 | -
met1 | 83800 | 23900
met4 | 16300 | 20
met2 | 123000 | 2945
li1 | - | 19900
final timing paths:
check	cells past startpoint	slack, ns	end
setup / recovery	34	5.73	alu_out[31]
hold / removal	1	0.43	data_path.pc_counter[0]$_DFF_PN0_
setup reg to reg	1	28.91	data_path.pc_counter[1]$_DFF_PN1_
hold reg to reg	1	0.43	data_path.pc_counter[0]$_DFF_PN0_
max in group asynchronous	2	23.86	data_path.reg_counter[1]$_DFF_PN0_
min in group asynchronous	2	5.84	mem_counter[1]$_DFF_PN0_
layout make-up:
type | count | share of cell area, %
clock buffer | 4 | 0.100
timing repair buffer | 392 | 4.27
antenna | 20 | 0.0637
multi-input combinational | 3464 | 47.3
sequential | 1063 | 40.4
tap | 3167 | 5.05
inverter | 595 | 2.85
