==> flow/design.v <==
module data_mem(
	input clk,we,
	input [31:0] a, wd,
	output [31:0] rd,
	output [15:0] test_value
);
	reg [31:0] dram [0:255];
	assign rd = dram[a[9:2]];
	assign test_value = dram[8'h00][15:0];
	always @(posedge clk)begin
		if(we)
			dram[a[9:2]] <= wd;
	end
endmodule
==> flow/run.sh <==
#!/bin/bash
# OpenROAD 26Q1-2900-gdf79404cd8, Yosys 0.63+post, stock flow scripts
make -C /OpenROAD-flow-scripts/flow DESIGN_CONFIG=/design/flow/config.mk WORK_HOME=/design/flow/orfs finish
==> flow/config.mk <==
export PLATFORM = sky130hd
export DESIGN_NAME = data_mem
export DESIGN_NICKNAME = data_mem
export VERILOG_FILES = /design/flow/design.v
export SDC_FILE = /design/flow/constraint.sdc
export NUM_CORES = 4
export LEC_CHECK = 1
export CORE_UTILIZATION = 30
export SYNTH_MEMORY_MAX_BITS = 65536
==> flow/constraint.sdc <==
current_design data_mem

set clk_period 47.3
set clk_io_pct 0.2

create_clock -name clk0 -period $clk_period [get_ports {clk}]

set non_clock_inputs [all_inputs -no_clocks]
set_input_delay [expr $clk_period * $clk_io_pct] -clock clk0 $non_clock_inputs
set_output_delay [expr $clk_period * $clk_io_pct] -clock clk0 [all_outputs]
==> flow_summary.toml <==
# flow metrics
[timing]
maxSlewHeadroom_pct = 21.4
fin_crit_ns = 27.83
fin_ws_ns = 19.47
hold_viol_final = 0
maxSlewViolCount = 0
tns_ns = 0
max_freq_mhz = 35.9
rsz0062_at_grt = "false"
worstMarginPinSlew_ns = 1.17
fin_crit_sh_pct = 58.8
setup_viol = 0

[floorplan]
floorplan.core_util_pct = 30.1
core_area_um2 = 1030000
die_area_um2 = 1030000
io_pins = 114
die_h_um = 1020
die_w_um = 1020
num_rows = 372

[synthesis]
top_area_share_pct = 79.7
largest_area_cell = "edfxtp_1"
topCellsByArea = "edfxtp_1, mux4_2, a22oi_1, a21oi_1, clkbuf_1"
synth.yosys.seq_area_share_pct = 79.7
synthCells = 13100
netlist_area_um2 = 309000
ys_cells = 13100
yosysWarnings = 1
syn_avg_cell_area_um2 = 23.6
ys_area_um2 = 309000
synth_cell_types = 20
numSynthFlops = 8192

[global_route]
grt.overflow.total = 0
grtUsageTotal_pct = 17.4
grt_start_max_net_pins = 89
grtUsageMet1_pct = 16.5
use_met2_pct = 25.6
grt_pass1_vias = 161000
met3_usage_pct = 16.2
antenna_found_initial = 35
grt_pass1_wl_um = 1190000
top_usage_layer = "met2"

[cells_and_area]
syn_to_final_growth_pct = 15.8
largest_register_ffs = 8192
drive_above_1_share_pct = 29.7

[power_and_ir_drop]
p_int_mw = 11.6
leakage_nw = 107
p_per_area_nw_per_um2 = 41.5
peakVddDrop_v = 0.0000362
p_clk_share_pct = 41.1
switching_share_pct = 21.7
combPwrFrac_pct = 4.9
switchingPower_mw = 3.22
seq_power_share_pct = 54.0

[worst_setup_path]
crit_type = "input pin to output pin"
arrival_ns = 18.37
required_ns = 37.84
startpoint = "a[2]"
start_kind = "input pin"
cp-endpoint = "rd[5]"
cp_max_fo = 44
worstSetupEndpointType = "output pin"

[route]
drc = 0
drtAntennaViolNets = 0
routed_wl_um = 843000
vias = 144000
wl_per_cell_um = 29.8
dr.pass1.iters = 7
drt-vias-per-instance = 5.10
drtIter0Drc = 9265

[run_status]
outcome = "complete, no violations"

[run]
warning_count = 50
maxCapViolations = 0

[clock_network]
clk_pin_slew_ns = 0.06
cts_buffers = 785
cts_tree = "done"
h-tree-depth = 6
hold_buffers = 0
cts_root_buf = "clkbuf_16"
numClockSinks = 8192
clk_path_buf_depth = 4
cts_setup_buffers = 0
cts_resized = 0

[placement]
dpl_worst_slack_ns = 18.99
hpwl_um = 479000
routabilityCongestion = 0.874
port_buffers = 89

[hold_path]
hold_class = "input pin to flop"
-- per-stage QoR --
| step | hold slack, ns | power, mW | util [%] | cells | instance area, µm² |
|---|---|---|---|---|---|
| after detailed placement | 9.85 | 8.88 | 32.4 | 26800 | 332000 |
| after CTS | 8.55 | 14.9 | 34.8 | 28200 | 357000 |
| final | 8.63 | 14.8 | 34.8 | 28300 | 357000 |
| after global placement | 9.85 | 8.87 | 32.4 | 26800 | 332000 |
| after global routing | 8.59 | 15.2 | 34.8 | 28300 | 357000 |
| after floorplan | 9.56 | 8.50 | - | 13100 | 309000 |
-- kinds of logic (layout without fill, tap and decap cells) --
family	after synthesis	after routing	synth area share, %
DFF	8192	8192	79.7
other	0	71	0
AOI/OAI and AO/OA	1664	1664	3.68
buffers and inverters	809	2306	1.18
and+or+nand+nor	350	350	0.488
muxes	2048	2048	14.9
-- layer usage --
layer | vias to the layer above | wire, µm
li1 | 58700 | -
met1 | 73800 | 239000
met2 | 10400 | 388000
met3 | 1380 | 170000
met4 | 59 | 43200
met5 | - | 2960
-- cells in the final DEF (no fill, tap or decap), types with 15 or more instances in the layout --
cell	n
clkbuf_1	186
buf_4	759
o41ai_1	19
buf_8	32
nor3_2	32
mux4_2	2048
edfxtp_1	8192
clkinv_2	141
bufinv_16	51
clkinv_16	36
o41ai_2	103
clkdlybuf4s50_1	54
diode_2	71
nand4_1	32
a21oi_1	512
buf_12	15
clkinv_1	200
a22oi_1	1024
clkbuf_16	787
nor2_4	226
-- cells in the mapped netlist --
cell type,n
buf_4,38
nor3_1,32
a22oi_1,1024
nor2_1,228
nand3_1,15
or2_2,3
and2_1,3
mux4_2,2048
a21oi_1,512
nand4_1,32
and3_1,1
o41ai_1,128
nand2_1,22
edfxtp_1,8192
buf_2,174
buf_6,31
buf_1,81
nor2b_1,8
clkbuf_1,485
nand2b_1,6
-- worst max-delay path, stage by stage --
cell and delay (ns):
buf_16 0.21, buf_4 0.68, buf_4 0.55, buf_4 0.61, buf_4 0.59, buf_4 0.67
buf_4 0.66, buf_4 0.63, buf_4 0.61, buf_4 0.59, mux4_2 0.59, a22oi_1 0.22
a21oi_1 0.26, o41ai_2 0.27, buf_4 0.27, nand4_1 0.63, clkdlybuf4s50_1 0.62
-- how the worst min path moves through the flow --
stage           from                     end  cells after the start  slack [ns]
finish        wd[10]   dram[0][10]$_DFFE_PP_                      1        8.63
global route  wd[10]   dram[0][10]$_DFFE_PP_                      1        8.59
CTS           wd[10]  dram[20][10]$_DFFE_PP_                      1        8.55
-- cell type report --
class / instances / area [µm²]
Sequential cell: 8192 / 246000
Multi-Input combinational cell: 4062 / 62000
Timing Repair Buffer: 863 / 7080
Clock buffer: 973 / 20400
Antenna cell: 71 / 178
Tap cell: 13700 / 17100
Clock inverter: 470 / 4620
Fill cell: 92700 / 668000
-- power groups by stage --
stage,Sequential [mW],Clock (mW),Combinational (mW)
CTS,8.00,6.19,0.725
global route,8.00,6.46,0.765
finish,8.00,6.10,0.719
Power and IR drop assume default switching activity.
