**run.sh**
```bash
#!/bin/bash
# OpenROAD 26Q1-2900-gdf79404cd8, Yosys 0.63+post, stock flow scripts
make -C /OpenROAD-flow-scripts/flow DESIGN_CONFIG=/design/flow/config.mk WORK_HOME=/design/flow/orfs finish
```
**config.mk**
```make
export PLATFORM = sky130hd
export DESIGN_NAME = uart_tx
export DESIGN_NICKNAME = uart_tx
export VERILOG_FILES = /design/flow/design.v
export SDC_FILE = /design/flow/constraint.sdc
export NUM_CORES = 4
export LEC_CHECK = 1
export CORE_UTILIZATION = 30
```
**constraint.sdc**
```tcl
current_design uart_tx

set clk_period 3.5
set clk_io_pct 0.2

create_clock -name clk0 -period $clk_period [get_ports {clk}]

set non_clock_inputs [all_inputs -no_clocks]
set_input_delay [expr $clk_period * $clk_io_pct] -clock clk0 $non_clock_inputs
set_output_delay [expr $clk_period * $clk_io_pct] -clock clk0 [all_outputs]
```
**design.v**
```verilog
module baud_generator #(
    parameter FREQ = 50e6  
)(
    input clk,arst_n,
	 input [1:0]baud_rate,
    output reg baud_out    
);
parameter BAUD_2400 = 2400;
parameter BAUD_4800 = 4800;
parameter BAUD_9600 = 9600;
parameter BAUD_19200 = 19200;
localparam [15:0] COUNTS_2400 = (FREQ/(2*BAUD_2400));
localparam [15:0] COUNTS_4800 = (FREQ/(2*BAUD_4800));  
localparam [15:0] COUNTS_9600 = (FREQ/(2*BAUD_9600));
localparam [15:0] COUNTS_19200 = (FREQ/(2*BAUD_19200));
reg[15:0] max_counts;
reg[15:0] counter;
always @(*)begin
    max_counts = COUNTS_2400;
    case(baud_rate)
        2'b00 : max_counts = COUNTS_2400;
        2'b01 : max_counts = COUNTS_4800;
        2'b10 : max_counts = COUNTS_9600;
        2'b11 : max_counts = COUNTS_19200;
    endcase
end
always @(posedge clk,negedge arst_n)begin
    if(!arst_n)begin
        baud_out = 1'b0;
        counter = {16{1'b0}};
    end
    else begin 
        if(counter >= max_counts)begin
            counter <= {16{1'b0}};
            baud_out <= ~baud_out;
        end
        else
            counter <=  counter + {{15{1'b0}},1'b1};    
    end
end
endmodule
module parity(
    input data_length,
	 input [1:0]parity_type,
	 input [7:0]data_in,
    output reg parity_out
);
always @(*)begin
    parity_out = 1'b0;
    casex(parity_type)
        2'bx1 : parity_out = data_length ? ~(^data_in) : ~(^data_in[6:0]);
        2'b10 : parity_out = data_length ? (^data_in) : (^data_in[6:0]);
    endcase    
end
endmodule
module piso(
    input arst_n,send,baud_clk,data_length,stop_bits,parity_in,
	 input [1:0]parity_type,
	 input [7:0] data_in,
    output reg tx,parity_out,tx_active,tx_done
);
    localparam IDLE = 3'b000;
    localparam START_BIT = 3'b001;
    localparam DATA_BITS = 3'b010;
    localparam PARITY_BIT = 3'b011;
    localparam STOP1_BIT = 3'b100;
    localparam STOP2_BIT = 3'b101;
    reg[2:0] current_state,next_state;
    reg[2:0] data_count;
	 always @(negedge arst_n , posedge baud_clk) begin
        if (!arst_n) begin
            current_state <= IDLE;
            data_count <= 3'b000;  
        end else begin
            current_state <= next_state;
            if (current_state == START_BIT) 
                data_count <= 3'b000; 
				else 
                data_count <= data_count + 1'b1; 
        end
    end
    always @(*)begin
        case(current_state)
            IDLE : begin
                tx = 1'b1;
                parity_out = 1'b0;
                tx_active = 1'b0;
                tx_done = 1'b1;
                next_state = IDLE;
                if(send) 
                    next_state = START_BIT;
            end
            START_BIT : begin
                tx =  1'b0;
                parity_out = 1'b0;
                tx_active = 1'b1;
                tx_done = 1'b0;
                next_state = DATA_BITS;
            end
            DATA_BITS : begin
                tx = data_in[data_count]; 
                if(((data_length) && (data_count == 3'b111)) || ((!data_length) && (data_count == 3'b110)))begin
                    if((^parity_type))
                        next_state = PARITY_BIT;
                    else begin
                        next_state = STOP1_BIT;
                        if(parity_type == 2'b11)
                            parity_out = parity_in;
                    end
                end
            end
            PARITY_BIT : begin 
                tx = parity_in;
                next_state = STOP1_BIT;
            end
            STOP1_BIT : begin 
                tx = 1'b1;
                tx_done = 1'b1;
                tx_active = 1'b0;
                if(stop_bits)
                    next_state = STOP2_BIT;
                else 
                    next_state = IDLE;
            end
            STOP2_BIT : next_state = IDLE;
            default : begin
                tx = 1'b1;
                parity_out = 1'b0;
                tx_active = 1'b0;
                tx_done = 1'b1;
                next_state = IDLE;
            end
        endcase
    end
endmodule
module reg8(
    input write_d,arst_n,data_length,
    input [7:0]data_in, 
    output reg [7:0] data_out
);
    always @(negedge arst_n ,posedge write_d) begin
        if(!arst_n) 
            data_out <= {8{1'b0}};
        else
            data_out <= {(data_in[7] & data_length),data_in[6:0]};
    end
endmodule
module uart_tx(
    input clk,arst_n,send,stop_bits,data_length,
    input [1:0] baud_rate,parity_type,
    input [7:0] data_in,
    output tx,parity_out,tx_active,tx_done
);
    wire baud_clk;
    wire [7:0]reg_data_out;
    wire piso_parity_in;
    baud_generator #(50e6) baud_gen(
        .baud_out(baud_clk),
        .clk(clk),.arst_n(arst_n),.baud_rate(baud_rate) 
    );  
    reg8 rg(
        .data_out(reg_data_out),
        .data_in(data_in),.data_length(data_length),.arst_n(arst_n),.write_d(tx_active)
    );
    parity par(
        .parity_out(piso_parity_in),
        .data_in(reg_data_out),.parity_type(parity_type),.data_length(data_length)
    );
    piso pis(
        .tx(tx),.parity_out(parity_out),.tx_active(tx_active),.tx_done(tx_done),
        .data_in(reg_data_out),.parity_in(piso_parity_in),
        .data_length(data_length),.stop_bits(stop_bits),.parity_type(parity_type),
        .baud_clk(baud_clk),.arst_n(arst_n),.send(send)
    );
endmodule
```
==> results.json <==
{
  "synth_flops": 38,
  "drv_cap": 0,
  "grt_pass1_wl_um": 5720,
  "grt_max_degree": 32,
  "cp.required_ns": 3.61,
  "drive_above_1_share_pct": 3.76,
  "synth.area.top_cells": "dfrtp_1, ha_1, dlxtn_1",
  "layout.area.seq_um2": 881,
  "finalMaxSlewViolations": 0,
  "grt-ovfl-total": 0,
  "comb_area_um2": 1030,
  "wl_um": 3150,
  "yosysTopAreaCell": "dfrtp_1",
  "numPortBuffers": 20,
  "unclocked_pins": 21,
  "yosysCellCount": 190,
  "antenna_found_initial": 0,
  "die_area_um2": 6940,
  "fin_crit_ns": 3.05,
  "ys_types": 36,
  "cp-start-kind": "primary input",
  "die_w_um": 83.3,
  "dp_hpwl_um": 2510,
  "ioPinCount": 21,
  "cts_buffers": 3,
  "power.density_nw_per_um2": 208,
  "h-tree-depth": 1,
  "ctsResizeCount": 0,
  "drc_errors": 0,
  "critPathArrivalTime_ns": 3.16,
  "yosysWarnings": 9,
  "syn2layout_area_growth_pct": 17.0,
  "whs_ns": 0.527,
  "vdd_drop_max_v": 0.000107,
  "num_vias": 1277,
  "status": "complete, no violations",
  "cp_max_fo": 16,
  "fill_cells": 623,
  "die_h_um": 83.3,
  "tool_warnings": 32,
  "clock.latency.late_pin_ns": 0.24,
  "netlist_area_um2": 1980,
  "finalSetupTns_ns": 0,
  "rsz0062_at_grt": "no",
  "top_layer": "met4",
  "untimed_endpoints": 25,
  "fmax_mhz": 328,
  "routedWlPerCell_um": 10.9,
  "dr.pass1.iters": 4,
  "finalClockSkew_ns": 0.00292,
  "route.met2.wl_um": 1340,
  "min_path_type": "reg2reg",
  "path_class": "in2reg",
  "finalClockPeriodUsage_pct": 87.1,
  "avgSynthCellArea_um2": 10.4,
  "rows": 29,
  "floorplanUtilization_pct": 31.2,
  "finalHoldViolations": 0,
  "grt_usage_pct": 10.1,
  "wl_met1_um": 1720,
  "core_um2": 6350,
  "drt_iter0_markers": 40,
  "cts_tree": "yes",
  "path_clk_slew_ns": 0.06,
  "ff_type": "dfrtp_1",
  "drtAntennaViolNets": 0,
  "vias_per_cell": 4.40,
  "grt_pass1_vias": 1295,
  "p_leak_uw": 0.00110,
  "endpoint_kind": "register",
  "ys_area_um2": 1980,
  "cts_setup_buffers": 0,
  "cts_root_buffer": "clkbuf_8",
  "met3_length_um": 67,
  "gp_congestion": 0.925,
  "setup_violations": 0,
  "edf_count": 0,
  "top_area_share_pct": 39.1,
  "clk_path_buf_depth": 2,
  "hold_buffers": 0,
  "synth_cells": 190,
  "diodes": 0,
  "async_flop_share_pct": 81.6
}
## power by group
| group | switching (uW) | total, uW | internal, uW |
|---|---|---|---|
| Sequential | 17.5 | 262 | 245 |
| Clock | 59.8 | 140 | 80.5 |
| Combinational | 38.1 | 79.8 | 41.6 |
## per-stage QoR
| stage | total power [uW] | utilization [%] | cells | setup WS [ns] | area (um^2) |
|---|---|---|---|---|---|
| after global routing | 517 | 36.5 | 290 | 0.269 | 2320 |
| final | 482 | 36.5 | 290 | 0.453 | 2320 |
| after global placement | 346 | 35.8 | 286 | 0.278 | 2270 |
| after CTS | 492 | 36.5 | 290 | 0.438 | 2320 |
| after detailed placement | 347 | 35.8 | 286 | 0.177 | 2270 |
| after floorplan | 306 | - | 190 | 1.09 | 1980 |
## layout by cell type, fill, tap and decap left out, drive strengths merged, types with 2 or more instances in the layout
| cell | instances |
|---|---|
| dlxtn | 7 |
| nor2b | 3 |
| dfrtp | 31 |
| and2 | 2 |
| nand4 | 2 |
| nand2b | 5 |
| o21ai | 4 |
| ha | 26 |
| nor4 | 2 |
| o211ai | 2 |
| nand3 | 10 |
| and3 | 5 |
| clkbuf | 4 |
| nor2 | 25 |
| a211oi | 2 |
| inv | 15 |
| clkdlybuf4s50 | 20 |
| nand2 | 8 |
| xnor2 | 9 |
| mux4 | 2 |
| mux2i | 2 |
| xor2 | 10 |
| a21oi | 6 |
## worst paths after layout
path	startpoint	endpoint	slack [ns]	cells past startpoint
setup / recovery	baud_rate[0]	baud_gen.baud_out	0.45	10
min in group asynchronous	arst_n	baud_gen.counter[14]	0.84	2
setup reg to reg	baud_gen.counter[11]	baud_gen.baud_out	1.31	6
hold / removal	baud_gen.counter[0]	baud_gen.counter[0]	0.53	1
hold reg to reg	baud_gen.counter[0]	baud_gen.counter[0]	0.53	1
max in group asynchronous	arst_n	baud_gen.counter[7]	2.37	2
## Yosys cell counts, types with 5 or more instances
cell type and n:
inv_1 15, xor2_1 10, ha_1 26, dlxtn_1 7, a21oi_1 6, and3_1 5, xnor2_1 9, nand3_1 9
nor2_1 25, dfrtp_1 31, nand2_1 8, nand2b_1 5
## kinds of logic (layout without fill, tap and decap cells)
| family | Yosys count | count (layout) | share of synthesized area, % |
|---|---|---|---|
| flip-flops | 31 | 31 | 39.1 |
| AND/OR/NAND/NOR | 64 | 64 | 15.8 |
| AND-OR/OR-AND | 20 | 20 | 6.69 |
| other | 1 | 1 | 0.189 |
| latches | 7 | 7 | 5.30 |
| multiplexers | 4 | 4 | 3.47 |
| adder cells (fa/ha/maj) | 26 | 26 | 16.4 |
| buffers and inverters | 17 | 40 | 3.47 |
| XOR/XNOR | 20 | 20 | 9.53 |
## area by class of cell
class	count	share of cell area (%)
Clock buffer	4	1.94
Inverter	15	2.43
Multi-Input combinational cell	135	44.6
Sequential cell	38	38.0
Tap cell	77	4.15
Timing Repair Buffer	21	8.95
## metal layers
metal	track usage, %	vias up
met5	0	-
met4	1.41	0
met3	1.31	2
met2	15.2	13
met1	16.3	580
li1	-	682
## sequential cells by signal, indices dropped and copies added (netlist names)
name / flops
pis.tx_done: 1
pis.tx_active: 1
pis.tx: 1
baud_gen.baud_out: 1
pis.next_state: 3
pis.current_state: 3
pis.parity_out: 1
pis.data_count: 3
baud_gen.counter: 16
rg.data_out: 8
## worst max-delay path, cell delays in order
cell and delay, ns:
clkdlybuf4s50_1 0.58, inv_1 0.13, ha_1 0.23, inv_1 0.06, ha_1 0.23, a21oi_1 0.12
o21ai_0 0.12, a2111oi_2 0.40, nand3_2 0.35, xor2_1 0.24
No activity file was given, so power comes from the tool's default toggle rates.
